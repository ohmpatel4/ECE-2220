### design/flow/run.sh
#!/bin/bash
# OpenROAD 26Q1-2900-gdf79404cd8, Yosys 0.63+post, stock flow scripts
make -C /OpenROAD-flow-scripts/flow DESIGN_CONFIG=/design/flow/config.mk WORK_HOME=/design/flow/orfs finish
### design/flow/config.mk
export PLATFORM = sky130hd
export DESIGN_NAME = Lab_1
export DESIGN_NICKNAME = Lab_1
export VERILOG_FILES = /design/flow/design.v
export SDC_FILE = /design/flow/constraint.sdc
export NUM_CORES = 4
export LEC_CHECK = 1
export CORE_AREA = 10 10 70 70
export DIE_AREA = 0 0 80 80
### design/flow/constraint.sdc
current_design Lab_1

set clk_period 2.0
set clk_io_pct 0.2

create_clock -name clk0 -period $clk_period

set non_clock_inputs [all_inputs -no_clocks]
set_input_delay [expr $clk_period * $clk_io_pct] -clock clk0 $non_clock_inputs
set_output_delay [expr $clk_period * $clk_io_pct] -clock clk0 [all_outputs]
### design/flow/design.v
module Lab_1(a, b, cin, sum, cout, ssd);
	input a, b, cin;
	output sum, cout;
	output reg [0:6]ssd;
	wire w0,w1,w2;
	xor u0(w0,a,b);
	xor u1(sum,w0,cin);
	and u2(w1,cin,w0);
	and u3(w2,a,b);
	or u4(cout,w1,w2);
	always @*
	begin
		if (sum==0 && cout==0)
			ssd = 7'b0000001;		 
		else if (sum==1 && cout==0)
			ssd = 7'b1001111;		 
		else if (sum==0 && cout==1)
			ssd = 7'b0010010;	    
		else if (sum==1 && cout==1)
			ssd = 7'b0000110;		 
	end
endmodule
==> flow_metrics.tcl <==
# flow metrics
set metrics [dict create \
    grt_pass1_wl_um 614 \
    max_freq_ghz 0.491 \
    utilization_pct 9.71 \
    status "finished, violations left" \
    ys_chip_area_um2 151 \
    rsz0062_at_grt "yes" \
    drv_slew 0 \
    num_vias 129 \
    fp_util_pct 4.43 \
    layout-drive-gt1-share_pct 40.6 \
    p_per_area_mw_per_mm2 181 \
    cp.required_ns 1.60 \
    fp.dieArea_mm2 0.00640 \
    combPwrFrac_pct 77.5 \
    min_from "a" \
    first_pass_iters 1 \
    p_int_uw 43.4 \
    hold_path_depth 5 \
    grt_overflow 0 \
    whs_endpoint "cout" \
    top_area_share_pct 49.6 \
    postCtsHoldBufs 0 \
    antenna_found_initial 0 \
    hpwl_um 343 \
    ios 12 \
    routed_wl_um 374 \
    common_cells "dlxtn_1, inv_1, buf_4" \
    peakVddDrop_v 0.0000747 \
    async_flop_share_pct 0 \
    synthToLayoutAreaGrowth_pct 119 \
    stdcell_count 78 \
    yosysTopAreaCell "dlxtn_1" \
    untimed_endpoints 5 \
    dieHeight_um 80 \
    drc 0 \
    grt_pass1_vias 142 \
    cts_setup_buffers 0 \
    clkPwrFrac_pct 0 \
    syn_avg_cell_area_um2 8.91 \
    num_rows 21 \
    path_max_fanout 4 \
    arrival_ns 1.64 \
    top_cells_by_area "dlxtn_1, fa_1, inv_1" \
    violations "setup timing" \
    period_needed_ns 2.04 \
    drt_iter0_drc 0 \
    syn-cell-area_um2 151 \
    dp_slack_ns -0.953 \
    coreArea_mm2 0.00342 \
    startpoint_type "primary input" \
    detail-route-antenna-nets 0 \
    cp-startpoint "cin" \
    p_leak_uw 0.000162 \
    finalSetupViolCount 3 \
    synthCells 17 \
    port_buffers 11 \
    ys_types 8 \
    die_x_um 80 \
    ys_ff 5 \
    max_cap_viol_count 0 \
    yosys_warnings 1 \
    grt_usage_pct 1.14 \
    ys_cells 17 \
    fin_ws_ns -0.0354 \
    worstHoldPathType "primary input to output port" \
    report.final.hold_viol_count 0 \
    unclocked_pins 5 \
    end_kind "output port" \
    p_switching_uw 16.6 \
    timing.final.crit_share_pct 102 \
    switching_share_pct 27.7 \
    largest_register_ffs 5 \
    finalWeightedCongestion 0.555 \
    wl_per_cell_um 4.79 \
    yosys_most_used_dff "dlxtn_1" \
    edf_count 0 \
    grt_max_degree 5 \
    seqPwrFrac_pct 22.5 \
    dp_cells 79 \
    vias_per_cell 1.65 \
    diodes 0 \
    warning_count 34 \
    path_class "primary input to output port" \
]
stage by stage:
step | hold WS [ns] | setup TNS [ns] | cell area (um^2) | total power, uW
finish | 1.56 | -0.100 | 332 | 60.0
global route | 1.60 | -0.354 | 332 | 67.3
CTS | 1.59 | -0.172 | 317 | 59.4
detailed placement | 1.89 | -5.40 | 338 | 65.8
global placement | 1.87 | -5.43 | 338 | 65.6
floorplan | 1.07 | 0 | 170 | 29.3
worst max-delay path: stages:
cell,delay (ns)
buf_8,0.07
inv_4,0.03
fa_2,0.58
and2b_2,0.22
dlxtn_2,0.24
buf_2,0.10
layer usage:
layer / track usage [%] / up-vias / part of all wire (%)
met1: 1.54 / 54 / 47
met2: 1.77 / 7 / 44
met3: 0.455 / 0 / 9.4
li1: - / 68 / -
met4: 0 / 0 / 0
met5: 0 / - / 0
final cells by class:
type | instances | area, um^2
Timing Repair Buffer | 12 | 110
Inverter | 5 | 23.8
Multi-Input combinational cell | 10 | 63.8
Sequential cell | 5 | 76.3
Fill cell | 403 | 3080
Tap cell | 46 | 57.6
worst max-delay path by stage:
stage         slack, ns     end  cells past startpoint
CTS               -0.05  ssd[3]                      6
global route      -0.09  ssd[3]                      6
finish            -0.04  ssd[3]                      6
timing repair:
item                                    CTS  global route
resized                                  30             4
pin swaps                                 1             0
endpoints found under the setup margin    8             6
cells by family after synthesis:
group	after synthesis	share of synthesized area, %
other	1	2.48
buffers and inverters	7	22.3
adders and majority gates	1	13.2
and+or+nand+nor	3	12.4
latches	5	49.6
power groups by stage:
| stage | clock network (uW) | logic, uW | registers, uW |
|---|---|---|---|
| after global routing | 0 | 53.2 | 14.1 |
| final | 0 | 46.6 | 13.5 |
| after CTS | 0 | 45.7 | 13.7 |
cell usage in the layout, fill, tap and decap left out:
master and n:
conb_1 6, dlxtn_1 4, buf_6 3, buf_2 3, dlygate4sd2_1 3, inv_1 2
inv_4 2, clkdlybuf4s50_1 2, nand2_1 1, and2b_2 1, inv_2 1, nor2b_1 1
fa_2 1, buf_8 1, dlxtn_2 1
Power and IR drop assume default switching activity.
