==> design/flow/design.v <==
module Lab_3(A,B,C,D,led);
	input wire A,B,C,D;
	output wire [6:0]led;
	reg [6:0]ssd;
	assign led = ssd;
	always @(A,B,C,D)
	begin
		case({A,B,C,D})
		4'b0000: ssd = 7'b1000000;  
		4'b0001: ssd = 7'b1111001;  
		4'b0010: ssd = 7'b0100100;  
		4'b0011: ssd = 7'b0110000;  
		4'b0100: ssd = 7'b0011001;  
		4'b0101: ssd = 7'b0010010;  
		4'b0110: ssd = 7'b0000010;  
		4'b0111: ssd = 7'b1111000;  
		4'b1000: ssd = 7'b0000000;  
		4'b1001: ssd = 7'b0010000;  
		4'b1010: ssd = 7'b0100000;  
		4'b1011: ssd = 7'b0000011;  
		4'b1100: ssd = 7'b1000110;  
		4'b1101: ssd = 7'b0100001;  
		4'b1110: ssd = 7'b0000110;  
		4'b1111: ssd = 7'b0001110;  
		endcase
	end
endmodule
==> design/flow/run.sh <==
#!/bin/bash
# OpenROAD 26Q1-2900-gdf79404cd8, Yosys 0.63+post, stock flow scripts
make -C /OpenROAD-flow-scripts/flow DESIGN_CONFIG=/design/flow/config.mk WORK_HOME=/design/flow/orfs finish
==> design/flow/config.mk <==
export PLATFORM = sky130hd
export DESIGN_NAME = Lab_3
export DESIGN_NICKNAME = Lab_3
export VERILOG_FILES = /design/flow/design.v
export SDC_FILE = /design/flow/constraint.sdc
export NUM_CORES = 4
export LEC_CHECK = 1
export CORE_AREA = 10 10 70 70
export DIE_AREA = 0 0 80 80
==> design/flow/constraint.sdc <==
current_design Lab_3

set clk_period 1.6
set clk_io_pct 0.2

create_clock -name clk0 -period $clk_period

set non_clock_inputs [all_inputs -no_clocks]
set_input_delay [expr $clk_period * $clk_io_pct] -clock clk0 $non_clock_inputs
set_output_delay [expr $clk_period * $clk_io_pct] -clock clk0 [all_outputs]
==> metrics.csv <==
stage,metric,value,unit
routing,routed-via-count,302,
setup_path,critPathLaunch,D,
pwr,power.total,0.135,mW
die,design.die.area,0.00640,mm2
place,dpl.cell_count,94,
yosys,syn_avg_cell_area,8.59,um2
yosys,netlist_area,258,um2
routing,first_iter_violations,2,
hold_path,min-delay-path-class,in -> out,
cells_and_area,filler_cell_count,388,
status,outcome,"complete, but fails checks",
place,place.gp.congestion,0.669,
grt,globalRouteOverflowTotal,0,
routing,drt_pre_antenna_iters,2,
die,std_cell_rows,21,
yosys,synth_top_cell_by_area,sky130_fd_sc_hd__ha_1,
run,cap_violations,0,
yosys,synthTopCellsByArea,"sky130_fd_sc_hd__ha_1 29%, sky130_fd_sc_hd__buf_6 8.7%, sky130_fd_sc_hd__mux4_2 8.7%",
die,floorplanUtilization,0.0755,
sta,timing.setup.tns,-0.00174,ns
yosys,yosys.stat.chipArea,258,um2
setup_path,criticalPathCategory,in -> out,
cells_and_area,ff_latch_count,0,
yosys,syn-instance-count,30,
sta,endpoints_failing_hold,0,
sta,finalWorstSetupSlack,-0.00174,ns
pwr,vdd_drop_max,0.107,mV
sta,finalWorstPathRequiredPeriod,1.60,ns
routing,totalWireLength,888,um
cells_and_area,layout.clock_buffers,0,
sta,rsz_0062_raised_after_global_routing,true,
yosys,synth.distinct_cells,16,
yosys,yosys_warnings,1,
cells_and_area,layout-drive-gt1-share,0.679,
setup_path,worstSetupEndpointType,output port,
run,stage_log_warnings,39,
sta,max_slew.worst_pin.slew,0.265,ns
cells_and_area,areaGrowthSynthToFinish,133,%
yosys,synth-seq-area-share,0,
place,port-buffer-count,11,
grt,grt_start_max_net_pins,11,
routing,ant_nets,0,
grt,grt_first_pass_wirelength,1.50,mm
die,die_h,80,um
setup_path,timing.critical_path.required,1.28,ns
routing,n_antenna_cell,0,
pwr,powerDensity,225,mW/mm2
cells_and_area,finalInstanceArea,602,um2
die,die_width,80,um
place,placedInstanceArea,470,um2
sta,timing_limited_maximum_frequency,624,MHz
cells_and_area,seqCellArea,0,um2
setup_path,highest_fanout_seen_on_the_critical_path,3,
clock_tree,ctsHoldBuffers,0,
sta,setup_viol,1,
status,failed_checks,negative setup slack,
sta,layout_worst_path_cycle_share,1.00,
routing,vias_per_cell,3.05,
die,ios,11,
yosys,synth.yosys.num_cells,30,
routing,route.detailed.drc,0,
sta,max_slew_margin,0.822,
sta,timing_max_transition_violations_final,0,
die,coreArea,0.00342,mm2
grt,grt_pass1_vias,308,
setup_path,arrival,1.28,ns
grt,grt_use_total,0.0277,
grt,grt_antenna_before_repair,0,
yosys,yosys.area.top_type_share,0.291,
setup_path,worstSetupStartpointType,input port,
place,post-dp-hpwl,663,um
routing,wl_per_cell,8.97,um
setup_path,worst_setup_path_endpoint,led[5],
cells_and_area,stdcell_count,99,
pwr,p_leak,0.255,nW
-- cells by family after synthesis --
kind of cell,share of synthesized area
AOI/OAI and AO/OA,0.223
adders and majority gates,0.291
buffers and inverters,0.146
muxes,0.228
and+or+nand+nor,0.112
-- per-layer routing --
| layer | routed length [um] | vias to the layer above | global-route usage |
|---|---|---|---|
| li1 | - | 155 | - |
| met1 | 423 | 141 | 0.0363 |
| met2 | 409 | 6 | 0.0465 |
| met3 | 54 | 0 | 0.00795 |
| met4 | 0 | 0 | 0 |
| met5 | 0 | - | 0 |
-- cells in the final DEF, fill, tap and decap left out, types with 2 or more instances in the layout --
cell type / instances
sky130_fd_sc_hd__inv_6: 2
sky130_fd_sc_hd__buf_6: 6
sky130_fd_sc_hd__buf_8: 2
sky130_fd_sc_hd__nand2_1: 2
sky130_fd_sc_hd__ha_4: 5
sky130_fd_sc_hd__inv_1: 2
sky130_fd_sc_hd__o21ai_1: 2
sky130_fd_sc_hd__a22o_1: 2
sky130_fd_sc_hd__buf_4: 7
sky130_fd_sc_hd__buf_2: 5
-- area by class of cell --
class | count | area (um2) | share of cell area
multi-input cells | 24 | 289 | 0.480
inverters | 4 | 25.0 | 0.0416
repair buffers | 25 | 230 | 0.383
well taps | 46 | 57.6 | 0.0956
-- metrics by stage --
stage | worst slack (ns) | hold slack [ns] | util
after CTS | -0.0162 | 1.11 | 0.174
after floorplan | 0.192 | 0.740 | -
after global routing | -0.0253 | 1.19 | 0.176
after detailed placement | -0.782 | 1.83 | 0.138
after global placement | -0.786 | 1.84 | 0.138
final | -0.00174 | 1.12 | 0.176
-- Yosys cell counts --
cell type	count
sky130_fd_sc_hd__ha_1	6
sky130_fd_sc_hd__nor2_1	1
sky130_fd_sc_hd__mux2_2	1
sky130_fd_sc_hd__nand2_1	3
sky130_fd_sc_hd__and2_2	1
sky130_fd_sc_hd__a32o_1	1
sky130_fd_sc_hd__inv_1	4
sky130_fd_sc_hd__mux2_4	1
sky130_fd_sc_hd__nand2b_1	1
sky130_fd_sc_hd__buf_6	2
sky130_fd_sc_hd__a22o_1	2
sky130_fd_sc_hd__mux2i_1	1
sky130_fd_sc_hd__o22ai_1	1
sky130_fd_sc_hd__o21ai_0	3
sky130_fd_sc_hd__mux4_2	1
sky130_fd_sc_hd__o221ai_1	1
-- power by group --
part | internal [mW] | switching [mW] | total [mW]
Combinational | 0.0830 | 0.0523 | 0.135
Sequential | 0 | 0 | 0
Clock | 0 | 0 | 0
Total | 0.0830 | 0.0523 | 0.135
-- critical path, cell delays in order --
cell and delay [ns]:
sky130_fd_sc_hd__buf_8 0.10, sky130_fd_sc_hd__buf_6 0.12, sky130_fd_sc_hd__ha_4 0.15, sky130_fd_sc_hd__mux4_2 0.45, sky130_fd_sc_hd__buf_2 0.13
-- how the worst min path moves through the flow --
stage,from,endpoint,slack (ns),cells past startpoint
CTS,A,led[1],1.11,3
global route,A,led[0],1.19,4
finish,A,led[1],1.12,3
-- timing repair --
action,CTS,global route
setup endpoints to repair,7,6
resized,59,6
setup buffers,5,0
pin swaps,5,4
Power figures rest on the tool's default switching activity, not on a simulated workload.
